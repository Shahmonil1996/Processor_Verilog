<file path="design.v">
`timescale 1ns / 1ps
module exe(
    input [7:0] alu_input_a,
    input [7:0] alu_input_b,
    input reset,
    output [7:0] alu_out
    );
	wire c_out;
	assign {c_out,alu_out}  = alu_input_a + alu_input_b;
endmodule
</file>
<file path="run.sh">
#!/bin/bash
# OpenROAD 26Q1-2900-gdf79404cd8, Yosys 0.63+post, stock flow scripts
make -C /OpenROAD-flow-scripts/flow DESIGN_CONFIG=/design/flow/config.mk WORK_HOME=/design/flow/orfs finish
</file>
<file path="config.mk">
export PLATFORM = sky130hd
export DESIGN_NAME = exe
export DESIGN_NICKNAME = exe
export VERILOG_FILES = /design/flow/design.v
export SDC_FILE = /design/flow/constraint.sdc
export NUM_CORES = 4
export LEC_CHECK = 1
export CORE_AREA = 10 10 70 70
export DIE_AREA = 0 0 80 80
</file>
<file path="constraint.sdc">
current_design exe

set clk_period 7.7
set clk_io_pct 0.2

create_clock -name clk0 -period $clk_period

set non_clock_inputs [all_inputs -no_clocks]
set_input_delay [expr $clk_period * $clk_io_pct] -clock clk0 $non_clock_inputs
set_output_delay [expr $clk_period * $clk_io_pct] -clock clk0 [all_outputs]
</file>
==> metrics.log <==
[metrics] run summary
[metrics] number of top-level pins: 25
[metrics] aggregate global routing overflow: 0
[metrics] Ys Warns: 0
[metrics] CP max stage cell: sky130_fd_sc_hd__clkdlybuf4s50_1
[metrics] I/O Buffers: 24
[metrics] combined area of all synthesized cells: approximately 330 um^2
[metrics] final weighted congestion of routability-driven global placement: 0.755
[metrics] crit path time final: 5.14 ns
[metrics] DRC viols: 0
[metrics] Setup crit end kind: primary output
[metrics] Critical Setup Path Class: in2out
[metrics] via count of the first global-routing pass: around 400
[metrics] Antenna Diode Count: 0
[metrics] count of routing violations after the opening detailed-route iteration: 14
[metrics] cell count listed in synth_stat.txt: ~42
[metrics] wire length after detailed routing: around 1100 um
[metrics] path category of the worst min-delay check: in2out
[metrics] maximum number of pins on one net before global-route repair: 7
[metrics] Resized cells post-CTS: 0
[metrics] Yosys chip area: between 300 and 400 um^2
[metrics] unrepaired setup endpoints after global routing: no
[metrics] status: finished clean
[metrics] Cell Pwr Density: 73.8 nW/um^2
[metrics] area of all placed cells without fillers: 629 um^2
[metrics] overall chip area: approximately 6400 um^2
[metrics] number of antenna violations at the first check in global routing: 0
[metrics] share of final-layout standard cells stronger than drive strength 1: 1.52%
[metrics] flip-flop and latch count: 0
[metrics] Overall Global Routing Usage: under 10%
[metrics] stage-log warning count: 33
[metrics] cells traversed along the worst timing path: clkdlybuf4s50_1, ha_1, inv_1, fa_1, nor2b_4, o31a_1, o311ai_1, clkdlybuf4s50_1
[metrics] post-CTS repair timing setup buffer count: 0
[metrics] Yosys top cell by area: sky130_fd_sc_hd__ha_1
[metrics] WHS Endpoint: alu_out[0]
[metrics] delay contributed by the slowest stage of the critical path: ~0.52 ns
[metrics] hold_buf cts: 0
[metrics] Antenna Violating Nets Remaining: 0
[metrics] number of logic stages on the critical path including buffering: 8
[metrics] area inside the core boundary: 3420 um^2
[metrics] worst path arrival time: about 3.6 ns
[metrics] startpoint type of the worst setup path: input port
[metrics] standby leakage power: between 0.2 and 0.25 nW
[metrics] Unique cell types: 23
[metrics] die outline height: 80 um
[metrics] wire length of the first global-routing pass: roughly 1800 um
[metrics] total of clock buffers placed in the layout: 0
[metrics] mean post-synth cell area: ~8 um^2
[metrics] number of buffer and inverter stages on the critical path: 3
[metrics] instance tally after logic synthesis: about 42
[metrics] synth-to-layout area growth: 89.8%
[metrics] biggest fanout along the worst timing path: 3
[metrics] worst-case vdd ir drop: ~0.022 mV
[metrics] final hold violation count: 0
[metrics] register share after synthesis: 0%
[metrics] sequential cell area: 0 um^2
[metrics] final tally of setup violations: 0
[metrics] detailed-router iteration count before antenna repair: 4
[metrics] largest cells by area after synthesis: sky130_fd_sc_hd__ha_1, sky130_fd_sc_hd__a21oi_1, sky130_fd_sc_hd__o211ai_1
[metrics] ratio of routed vias to standard cells: ~3.5
[metrics] maximum capacitance violations: 0
[metrics] die width: 80 um
[metrics] Core Density at Floorplan: under 10%
[metrics] most numerous cell on the critical path: sky130_fd_sc_hd__clkdlybuf4s50_1
[metrics] setup TNS: 0 ns
[metrics] slew at the pin closest to its max-slew limit: 0.395 ns
[metrics] proportion of netlist area held by the largest area contributor: 26.4%
[metrics] dpl cell area: ~630 um^2
[metrics] cycle use final: around two thirds
[metrics] Hold Path Depth: 3
[metrics] number of pins exceeding their max-slew limit in the final report: 0
[metrics] vias post-DR: around 390
[metrics] beginning of the worst hold path: alu_input_b[0]
[metrics] Max transition margin: 73.5%
[metrics] Site Rows: 21
[metrics] routed wire length per instance: a little over 10 um
[metrics] crit path DRT: about 6 ns
[metrics] top cell family by delay on the critical path: buffers and inverters
[metrics] maximum frequency from static timing analysis: ~190 MHz
[power breakdown]
group / total (mW) / leakage, nW / internal [mW] / switching, mW
Clock: 0 / 0 / 0 / 0
Combinational: 0.0464 / 0.242 / 0.0302 / 0.0162
Sequential: 0 / 0 / 0 / 0
Total: 0.0464 / 0.242 / 0.0302 / 0.0162
[metrics by stage]
| step | worst slack (ns) | hold WS [ns] | utilization (%) | total power, mW | instances |
|---|---|---|---|---|---|
| floorplan | 3.64 | 3.15 | - | 0.0198 | 42 |
| global placement | 2.55 | 4.11 | 18.4 | 0.0468 | 112 |
| detailed placement | 2.53 | 4.11 | 18.4 | 0.0471 | 112 |
| CTS | 2.52 | 4.12 | 18.4 | 0.0476 | 112 |
| global route | 2.39 | 4.15 | 18.4 | 0.0522 | 112 |
| finish | 2.56 | 4.10 | 18.4 | 0.0464 | 112 |
[how the worst max path moves through the flow]
| stage | startpoint | to | slack (ns) |
|---|---|---|---|
| after CTS | alu_input_a[0] | alu_out[6] | 2.52 |
| after global routing | alu_input_a[0] | alu_out[6] | 2.39 |
| final | alu_input_a[0] | alu_out[6] | 2.56 |
[worst min-delay path, stage by stage]
cell,delay (ns)
sky130_fd_sc_hd__clkdlybuf4s50_1,0.45
sky130_fd_sc_hd__ha_1,0.11
sky130_fd_sc_hd__clkdlybuf4s50_1,0.45
[Yosys cell counts, drive strengths merged]
| master | number |
|---|---|
| ha | 7 |
| a21oi | 5 |
| inv | 5 |
| o211ai | 3 |
| nor2b | 2 |
| o21ai | 2 |
| o311ai | 2 |
| xnor2 | 2 |
| xor2 | 2 |
| a211oi | 1 |
| a21o | 1 |
| a221oi | 1 |
| fa | 1 |
| nand2 | 1 |
| nand2b | 1 |
| nor2 | 1 |
| nor3 | 1 |
| nor3b | 1 |
| o21a | 1 |
| o2bb2ai | 1 |
| o31a | 1 |
[logic make-up (layout without fill, tap and decap cells)]
family,count (synthesis),count (layout),share of synthesized area [%]
AND-OR/OR-AND,18,18,37.4
adder cells (fa/ha/maj),8,8,32.5
XOR/XNOR,4,4,10.6
buffers and inverters,5,29,5.66
AND/OR/NAND/NOR,7,7,14.0
[cell usage in the layout, fill, tap and decap left out]
cell type                         Yosys  final
sky130_fd_sc_hd__clkdlybuf4s50_1      0     24
sky130_fd_sc_hd__ha_1                 7      7
sky130_fd_sc_hd__inv_1                5      5
sky130_fd_sc_hd__a21oi_1              5      5
sky130_fd_sc_hd__o211ai_1             3      3
sky130_fd_sc_hd__xor2_1               2      2
sky130_fd_sc_hd__o21ai_0              2      2
sky130_fd_sc_hd__xnor2_1              2      2
sky130_fd_sc_hd__a211oi_1             1      1
sky130_fd_sc_hd__nand2_1              1      1
sky130_fd_sc_hd__nor3_1               1      1
sky130_fd_sc_hd__o2bb2ai_1            1      1
sky130_fd_sc_hd__nor2b_4              1      1
sky130_fd_sc_hd__o21a_1               1      1
sky130_fd_sc_hd__o31a_1               1      1
sky130_fd_sc_hd__nand2b_1             1      1
sky130_fd_sc_hd__nor2b_1              1      1
sky130_fd_sc_hd__o311ai_0             1      1
sky130_fd_sc_hd__nor3b_1              1      1
sky130_fd_sc_hd__a221oi_1             1      1
sky130_fd_sc_hd__o311ai_1             1      1
sky130_fd_sc_hd__nor2_1               1      1
sky130_fd_sc_hd__a21o_1               1      1
sky130_fd_sc_hd__fa_1                 1      1
[area by class of cell]
type | count | area, um^2
well taps | 46 | 57.6
fillers | 395 | 2790
inverters | 5 | 18.8
multi-input cells | 37 | 313
repair buffers | 24 | 240
[layer usage]
metal / GRT usage, % / vias up / part of all wire, %
met5: 0 / - / 0
met4: 0 / 0 / 0
met3: 2.05 / 0 / 18
met2: 4.74 / 18 / 38
met1: 4.43 / 166 / 44
li1: - / 209 / -
Power and IR drop assume default switching activity.
