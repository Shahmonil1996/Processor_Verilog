[flow/run.sh]
#!/bin/bash
# OpenROAD 26Q1-2900-gdf79404cd8, Yosys 0.63+post, stock flow scripts
make -C /OpenROAD-flow-scripts/flow DESIGN_CONFIG=/design/flow/config.mk WORK_HOME=/design/flow/orfs finish
[flow/design.v]
`timescale 1ns / 1ps
module exe_jump(
    input [7:0] a,
    input [7:0] b,
    output [7:0] c
    );
assign c = a+b;
endmodule
[flow/config.mk]
export PLATFORM = sky130hd
export DESIGN_NAME = exe_jump
export DESIGN_NICKNAME = exe_jump
export VERILOG_FILES = /design/flow/design.v
export SDC_FILE = /design/flow/constraint.sdc
export NUM_CORES = 4
export LEC_CHECK = 1
export CORE_AREA = 10 10 70 70
export DIE_AREA = 0 0 80 80
[flow/constraint.sdc]
current_design exe_jump

set clk_period 4.6
set clk_io_pct 0.2

create_clock -name clk0 -period $clk_period

set non_clock_inputs [all_inputs -no_clocks]
set_input_delay [expr $clk_period * $clk_io_pct] -clock clk0 $non_clock_inputs
set_output_delay [expr $clk_period * $clk_io_pct] -clock clk0 [all_outputs]
==> summary.txt <==
yosys + openroad results -> # hold bufs at CTS 0, critical-path cell list clkdlybuf4s50_1, ha_1, inv_1, fa_1, nor2b_4, o311ai_0, o311ai_1, clkdlybuf4s50_1, Core Box Area approximately 3400 um2, layout cells sized above 1 roughly 1.5%, Placement Setup Slack between 600 and 700 ps, cell with the most instances after synthesis ha_1, Starting DRT DRC Count 28, period utilization 84.5%, Critical Path Sink Type output port, area share of the largest cell type after synthesis a little over a quarter, PwrDens roughly 120 nW/um2, max cap viols 0, detailed placer's ending HPWL 1.03 mm, slew margin rel. 72.1%, WP data arrival ~3000 ps, clock buffers 0, Netlist Area Pre-Place between 300 and 400 um2, Reg power frac 0%, DP Cell Count between 100 and 150, mean routed wirelength per cell 10.1 um, Synth cell types 23, yosys synthesis chip area between 300 and 400 um2, synth warn 0, Non-Filler Instances approximately 110, GRT Util Overall ~3.4%, Final Hold Fails 0, unrepaired setup endpoints after global routing no, Die W ~80 um, maximum net fanout on the critical path 3, DRC 0, run status complete, no violations, Syn Area/Cell 7.89 um2, via count 391, Antenna Nets Post-Route 0, sequential share of the synthesized area 0%, top cells by count, synth ha_1 (7), a21oi_1 (5), inv_1 (5), o211ai_1 (3), Min-Delay Path Class primary input to output port, Clock power frac 0%, Slew Limit Fails 0, yosys cell count 42, Worst Path Required ~3700 ps, io pins 24, met2 WL about 450 um, FMAX 257 MHz, post-layout util 18.4%, largest area contributor in the netlist ha_1, vias in the first global route between 300 and 400, DR top layer met3, Routed WL 1.13 mm, initial antenna violation count 0, top cells by area ha_1 (26%), a21oi_1 (7.5%), o211ai_1 (6.8%), min cycle time layout 3890 ps, switching part of the total power 34.9%, CP bufs+invs 3, CP top delay family buffers and inverters, Area growth syn-to-layout 89.8%, global placer's final weighted congestion slightly above 0.7, Worst path slowest cell clkdlybuf4s50_1, Die Height 80 um, Layout fillers a little under 400, final setup vio count 0, multi-input logic area approximately 310 um2, CTS resizes 0, largest net degree at the start of global routing 7, Routed met3 length between 150 and 200 um, P_leak about 0.00024 uW, FF/Latch Area 0 um2, Rows 21, sw power approximately 27 uW, floorplan utilization 9.71%, Setup Total Neg Slack 0 ps, DR pass1 iterations 4, tool warnings 32, slowest stage delay, CP 520 ps, Setup Buffers After CTS 0, Int Pwr ~51 uW, antenna fix cells 0, seq_cells 0, most frequent CP cell clkdlybuf4s50_1, Die Size about 6400 um2, port bufs 24, VDD IR max approximately 0.000036 V, vias per cell 3.49, Worst-Margin Slew about 420 ps, Gate Count Post-Synth between 40 and 50, Overflow after GRT 0, CP Launch Type primary input, critical path class primary input to output port, first-pass GRT wire length roughly 1.8 mm, setup ws final ~710 ps, Logic pwr share 100.0%, WL met1 around 480 um
==> cells by family after synthesis <==
group                    share of synthesized area (%)
AND/OR/NAND/NOR                                   14.0
XOR/XNOR                                          10.6
adder cells (fa/ha/maj)                           32.5
buffers and inverters                             5.66
AND-OR/OR-AND                                     37.4
==> metal layers <==
metal	GRT usage, %	up-vias
li1	-	211
met1	4.43	160
met2	4.98	20
met3	2.05	0
met4	0	0
met5	0	-
==> worst paths after layout <==
check | from | end | slack (ps) | cells past startpoint
max | a[0] | c[6] | 710 | 8
min | b[0] | c[0] | 2860 | 3
==> per-stage QoR <==
stage	instance area (um2)	total power [uW]	hold slack, ps
finish	629	77.9	2860
global route	629	87.8	2910
CTS	629	80.3	2880
floorplan	332	33.1	1910
detailed placement	629	79.4	2870
global placement	629	79.2	2870
==> cell usage in the layout, fill, tap and decap left out, types with 2 or more instances in the layout <==
master           Yosys  layout
ha_1                 7       7
o21ai_0              2       2
o211ai_1             3       3
a21oi_1              5       5
xnor2_1              2       2
inv_1                5       5
clkdlybuf4s50_1      0      24
xor2_1               2       2
==> power by group through the flow <==
stage | registers (uW) | logic, uW | clock network [uW]
5_1_grt | 0 | 87.8 | 0
4_1_cts | 0 | 80.3 | 0
6_report | 0 | 77.9 | 0
==> layout make-up <==
class                           count  share of cell area (%)
Multi-Input combinational cell     37                    49.7
Tap cell                           46                    9.15
Inverter                            5                    2.98
Timing Repair Buffer               24                    38.2
Power and IR drop assume default switching activity.
